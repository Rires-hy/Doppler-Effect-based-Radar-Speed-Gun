`flow/run.sh`:
```
#!/bin/bash
# OpenROAD 26Q1-2900-gdf79404cd8, Yosys 0.63+post, stock flow scripts
make -C /OpenROAD-flow-scripts/flow DESIGN_CONFIG=/design/flow/config.mk WORK_HOME=/design/flow/orfs finish
```
`flow/config.mk`:
```
export PLATFORM = sky130hd
export DESIGN_NAME = DisplayController
export DESIGN_NICKNAME = DisplayController
export VERILOG_FILES = /design/flow/design.v
export SDC_FILE = /design/flow/constraint.sdc
export NUM_CORES = 4
export LEC_CHECK = 1
export CORE_UTILIZATION = 30
```
`flow/constraint.sdc`:
```
current_design DisplayController

set clk_period 2.6
set clk_io_pct 0.2

create_clock -name clk0 -period $clk_period [get_ports {clk1M8}]

set non_clock_inputs [all_inputs -no_clocks]
set_input_delay [expr $clk_period * $clk_io_pct] -clock clk0 $non_clock_inputs
set_output_delay [expr $clk_period * $clk_io_pct] -clock clk0 [all_outputs]
```
`flow/design.v`:
```
`timescale 1ns / 1ps
module ClockDivider(
	input wire clk,
	input wire rst_n,
	output reg clk_div4
    );
	reg [1:0] count;
	always @(posedge clk or negedge rst_n)
	begin
		if(!rst_n)
		begin
			count <= 1'b0;
			clk_div4 <= 1'b0;
		end
		else if(count == 2'b01)	 
		begin
			count <= 1'b0;
			clk_div4 <= ~clk_div4;
		end
		else
			count <= count + 1'b1;
	end
endmodule
`timescale 1ns / 1ps
module DisplayController(
    input wire clk1M8,
    input wire serial,
    input wire rst_n,
    output wire [7:0] segL,
    output wire [7:0] segR,
    output wire DE
    );
    wire clk_div4;
    wire sys_rst_n;
    wire [7:0] msg;
    wire noti;
    SysRstController rst_control(
        .clk_1M8(clk1M8),
        .rst_n(rst_n),
        .sys_rst_n(sys_rst_n)
    );
    ClockDivider clk_div(
        .clk(clk1M8),
        .rst_n(sys_rst_n),
        .clk_div4(clk_div4)
    );
    SerialController serial_control(
        .serial(serial),
        .clk(clk_div4),
        .rst_n(sys_rst_n),
        .msg(msg),
        .noti(noti)
    );
    SegDecoder seg_decode(
        .msg(msg),
        .noti(noti),
        .clk(clk1M8),
        .rst_n(sys_rst_n),
        .segL(segL),
        .segR(segR)
    );
    assign DE = 0;
endmodule
`timescale 1ns / 1ps
module SegDecoder(
	input wire [7:0] msg,
	input wire noti,
	input wire clk,
	input wire rst_n,
	output reg [7:0] segL,
	output reg [7:0] segR
    );
	reg [3:0] msgL;
	reg [3:0] msgR;
	parameter MSG_0 = 4'b0000;
	parameter MSG_1 = 4'b0001;
	parameter MSG_2 = 4'b0010;
	parameter MSG_3 = 4'b0011;
	parameter MSG_4 = 4'b0100;
	parameter MSG_5 = 4'b0101;
	parameter MSG_6 = 4'b0110;
	parameter MSG_7 = 4'b0111;
	parameter MSG_8 = 4'b1000;
	parameter MSG_9 = 4'b1001;
	parameter MSG_EMPTY = 4'b1010;
	parameter MSG_HIGH = 4'b1011;
	parameter MSG_LOW = 4'b1100;
	parameter MSG_FREQ = 4'b1101;
	parameter MSG_ERROR = 4'b1110;
	parameter SEG_A = 8'b11111110;	
	parameter SEG_B = 8'b11111101;
	parameter SEG_C = 8'b11111011;
	parameter SEG_D = 8'b11110111;
	parameter SEG_E = 8'b11101111;
	parameter SEG_F = 8'b11011111;
	parameter SEG_G = 8'b10111111;
	parameter SEG_DP = 8'b01111111;
	parameter LED_SYM_0_LR = SEG_A & SEG_B & SEG_C & SEG_D & SEG_E & SEG_F;
	parameter LED_SYM_1_LR = SEG_B & SEG_C;
	parameter LED_SYM_2_LR = SEG_A & SEG_B &  SEG_D & SEG_E & SEG_G;
	parameter LED_SYM_3_LR = SEG_A & SEG_B & SEG_C & SEG_D & SEG_G;
	parameter LED_SYM_4_LR = SEG_B & SEG_C & SEG_F & SEG_G;
	parameter LED_SYM_5_LR = SEG_A & SEG_C & SEG_D & SEG_F & SEG_G;
	parameter LED_SYM_6_LR = SEG_A &  SEG_C & SEG_D & SEG_E & SEG_F & SEG_G;
	parameter LED_SYM_7_LR = SEG_A & SEG_B & SEG_C;
	parameter LED_SYM_8_LR = SEG_A & SEG_B & SEG_C & SEG_D & SEG_E & SEG_F & SEG_G;
	parameter LED_SYM_9_LR = SEG_A & SEG_B & SEG_C & SEG_D & SEG_F & SEG_G;
	parameter LED_SYM_EMPTY_L = SEG_A & SEG_D & SEG_E & SEG_F & SEG_G;
	parameter LED_SYM_EMPTY_R = SEG_A & SEG_B & SEG_E & SEG_F & SEG_G;
	parameter LED_SYM_HIGH_L = SEG_B & SEG_C & SEG_E & SEG_F & SEG_G;
	parameter LED_SYM_HIGH_R = SEG_B & SEG_C;
	parameter LED_SYM_LOW_L = SEG_D & SEG_E & SEG_F;
	parameter LED_SYM_LOW_R = SEG_A & SEG_B & SEG_C & SEG_D & SEG_E & SEG_F;
	parameter LED_SYM_FREQ_L = SEG_A & SEG_E & SEG_F & SEG_G;
	parameter LED_SYM_FREQ_R = SEG_A & SEG_B & SEG_C & SEG_E & SEG_F & SEG_G;
	parameter LED_SYM_ERROR_L = SEG_A & SEG_D & SEG_E & SEG_F & SEG_G;
	parameter LED_SYM_ERROR_R = SEG_A & SEG_B & SEG_C & SEG_E & SEG_F & SEG_G;
	parameter LED_SYM_CLR = 8'b11111111;
	always @(posedge noti or negedge rst_n)
	begin
		if (!rst_n)
		begin
			msgL <= 4'b0000;
			msgR <= 4'b0000;
		end
		else
		begin
			msgL <= msg[7:4];
			msgR <= msg[3:0];
		end
	end
	always @(posedge clk or negedge rst_n)
	begin
		if (!rst_n)
		begin
			segL <= 8'b00000000;
			segR <= 8'b00000000;	
		end
		else
		begin
			case (msgL)
				MSG_0 : segL <= LED_SYM_CLR;
				MSG_1 : segL <= LED_SYM_1_LR;
				MSG_2 : segL <= LED_SYM_2_LR;
				MSG_3 : segL <= LED_SYM_3_LR;
				MSG_4 : segL <= LED_SYM_4_LR;
				MSG_5 : segL <= LED_SYM_5_LR;
				MSG_6 : segL <= LED_SYM_6_LR;
				MSG_7 : segL <= LED_SYM_7_LR;
				MSG_8 : segL <= LED_SYM_8_LR;
				MSG_9 : segL <= LED_SYM_9_LR;
				MSG_EMPTY : segL <= LED_SYM_EMPTY_L;
				MSG_HIGH : segL <= LED_SYM_HIGH_L;
				MSG_LOW : segL <= LED_SYM_LOW_L;
				MSG_FREQ : segL <= LED_SYM_FREQ_L;
				MSG_ERROR : segL <= LED_SYM_ERROR_L;
				default : segL <= 8'b00000000;
			endcase
			if (msgL == MSG_0 & msgR == MSG_0)
			begin
				segR <= LED_SYM_CLR;
			end
			else
			case (msgR)
				MSG_0 : segR <= LED_SYM_0_LR;
				MSG_1 : segR <= LED_SYM_1_LR;
				MSG_2 : segR <= LED_SYM_2_LR;
				MSG_3 : segR <= LED_SYM_3_LR;
				MSG_4 : segR <= LED_SYM_4_LR;
				MSG_5 : segR <= LED_SYM_5_LR;
				MSG_6 : segR <= LED_SYM_6_LR;
				MSG_7 : segR <= LED_SYM_7_LR;
				MSG_8 : segR <= LED_SYM_8_LR;
				MSG_9 : segR <= LED_SYM_9_LR;
				MSG_EMPTY : segR <= LED_SYM_EMPTY_R;
				MSG_HIGH : segR <= LED_SYM_HIGH_R;
				MSG_LOW : segR <= LED_SYM_LOW_R;
				MSG_FREQ : segR <= LED_SYM_FREQ_R;
				MSG_ERROR : segR <= LED_SYM_ERROR_R;
				default : segR <= 8'b00000000;
			endcase
		end
	end
endmodule
`timescale 1ns / 1ps
module SerialController(
    input wire serial,
    input wire clk,
    input wire rst_n,
    output reg [7:0] msg,
    output reg noti
    );
    reg [2:0] sample_index;
    reg [2:0] data_index;
    reg [2:0] serial_state;
    reg [3:0] p_counter;
    reg [3:0] n_counter;
    localparam S_WAIT = 0, S_START = 1, S_DATA = 2, S_PARITY = 3, S_STOP = 4;
    always @(posedge clk or negedge rst_n)
    begin
        if (!rst_n)
        begin
            noti <= 1'b0;
            msg <= 8'b00000000;
            sample_index <= 3'b000;
            data_index <= 3'b000;
            p_counter <= 4'b0000;
            n_counter <= 4'b0000;
            serial_state <= S_WAIT;
        end
        else
        begin
            case (serial_state)
                S_WAIT : 
                begin
                    if (!serial)
                    begin
                        serial_state <= S_START;
                        noti <= 1'b0;
                    end
                end
                S_START :
                begin
                    if (serial)
                        p_counter <= p_counter + 1'b1;
                    else
                        n_counter <= n_counter + 1'b1;
                    if(sample_index == 3'b111)
                    begin
                        if (p_counter < n_counter)
                            serial_state <= S_DATA;
                        else
                            serial_state <= S_WAIT;
                        sample_index <= 3'b000;
                        p_counter <= 4'b0000;
                        n_counter <= 4'b0000;
                    end
                    else
                        sample_index <= sample_index + 1'b1;
                end
                S_DATA :
                begin
                    if (serial)
                        p_counter <= p_counter + 1'b1;
                    else
                        n_counter <= n_counter + 1'b1;
                    if(sample_index == 3'b111)
                    begin
                        if (p_counter >= n_counter)
                            msg[data_index] <= 1'b1;
                        else
                            msg[data_index] <= 1'b0;
                        if (data_index == 3'b111)
                        begin
                            serial_state <= S_PARITY;
                            data_index <= 3'b000;
                        end
                        else
                            data_index <= data_index + 1'b1;
                        sample_index <= 3'b000;
                        p_counter <= 4'b0000;
                        n_counter <= 4'b0000;
                    end
                    else
                        sample_index <= sample_index + 1'b1;
                end
                S_PARITY :
                begin
                    if (serial)
                        p_counter <= p_counter + 1'b1;
                    else
                        n_counter <= n_counter + 1'b1;
                    if(sample_index == 3'b111)
                    begin
                        if (p_counter >= n_counter)
                            if (^msg == 1'b1)
                            begin
                                serial_state <= S_STOP;
                            end
                            else
                                serial_state <= S_WAIT;
                        else
                            if (^msg == 1'b0)
                            begin
                                serial_state <= S_STOP;
                            end
                            else
                                serial_state <= S_WAIT;
                        sample_index <= 3'b000;
                        p_counter <= 4'b0000;
                        n_counter <= 4'b0000;
                    end
                    else
                        sample_index <= sample_index + 1'b1;
                end
                S_STOP :
                begin
                    if (serial)
                        p_counter <= p_counter + 1'b1;
                    else
                        n_counter <= n_counter + 1'b1;
                    if(sample_index == 3'b111)
                    begin
                        if (p_counter >= n_counter)
                        begin
                            noti <= 1'b1;
                        end
                        serial_state <= S_WAIT;
                        sample_index <= 3'b000;
                        p_counter <= 4'b0000;
                        n_counter <= 4'b0000;
                    end
                    else
                        sample_index <= sample_index + 1'b1;
                end
                default: 
                begin
                    noti <= 1'b0;
                    msg <= 8'b00000000;
                    sample_index <= 3'b000;
                    data_index <= 3'b000;
                    p_counter <= 4'b0000;
                    n_counter <= 4'b0000;
                    serial_state <= S_WAIT;
                end
            endcase
        end
    end
endmodule
`timescale 1ns / 1ps
module SysRstController(
    input wire clk_1M8,
    input wire rst_n,
    output reg sys_rst_n
    );
    initial
    begin
    end
    always @(posedge clk_1M8 or negedge rst_n)
    begin
        if (!rst_n)
        begin
            sys_rst_n <= 0;
        end
        else 
        begin
            sys_rst_n <= 1;
        end
    end
endmodule
```
==> impl_metrics.json <==
{
  "status": "completed",
  "fin_tns_setup_ps": 0,
  "postLayoutCoreUtil_pct": 34.38,
  "untimed_endpoints": 52,
  "gr-usage-all-layers_pct": 9.470,
  "rows": 35,
  "cp_num_buf_inv": 1,
  "ys_warn_count": 4,
  "syn_area_um2": 2835,
  "cp.required_ps": 2080,
  "post-place-cells": 401,
  "seq_area_um2": 1404,
  "die_width_um": 99.22,
  "worstPathArrival_ps": 1020,
  "layout-drive-gt1-share_pct": 5.102,
  "clkTransAtPathRegs_ps": 70,
  "lay_top_cells": "54 x dfrtp_1, 30 x o21ai_0, 30 x nand2_1",
  "dp_slack_ps": 1325,
  "fp_util_pct": 30.83,
  "syn-mean-instance-area_um2": 10.09,
  "rsz0062_at_grt": "false",
  "yosys-stat-cells": 281,
  "worstPathCellList": "clkdlybuf4s50_1",
  "drc": 0,
  "skew_ps": 11.36,
  "firstDrtPassIters": 4,
  "via_count": 1884,
  "comb_area_um2": 1274,
  "cpPeakStageDelay_ps": 450,
  "crit_family": "buffers and inverters",
  "dieArea_um2": 9844,
  "finalSetupViolations": 0,
  "diodes": 0,
  "start_kind": "flip-flop",
  "ys_types": 44,
  "areaGrowthSynthToFinish_pct": 11.52,
  "async_flop_share_pct": 100.0,
  "cts_buffer_depth": 2,
  "relSlewSlack_pct": 56.56,
  "final_common_cell": "dfrtp_1",
  "gr-total-overflow": 0,
  "cp_slowest_cell": "clkdlybuf4s50_1",
  "cts_resized": 0,
  "n_fill_cell": 911,
  "unclocked_pins": 36,
  "fmax_mhz": 649.6,
  "worst_slack_ps": 1061,
  "grt_pass1_vias": 1755,
  "drtAntennaViolNets": 0,
  "grt_max_degree": 34,
  "synth_seq_share_pct": 49.47,
  "layoutNonFillerInstCount": 405,
  "insertion_delay_ps": 250,
  "ys_area_um2": 2835,
  "cts_buffers": 3,
  "antenna_found_initial": 0,
  "worst-setup-path-type": "reg2out",
  "peakVddDrop_mv": 0.09477,
  "wl_mm": 4.235,
  "synth_flops": 56,
  "finalHoldViolations": 0,
  "largest_area_cell": "dfrtp_1",
  "power_leakage_nw": 1.443,
  "synthCells": 281,
  "power.density_nw_per_um2": 168.1,
  "postCtsSetupRepairBufs": 0,
  "grt_pass1_wl_mm": 7.838,
  "maxCapViolCount": 0,
  "synthFlopType": "dfrtp_1",
  "end_kind": "primary output",
  "synthTopCellsByArea": "dfrtp_1 49%, ha_1 11%, o21ai_0 5.3%",
  "worst_pin_slew_ps": 651.6,
  "openroad.warnings": 38,
  "hp-class": "reg2async",
  "ioPinCount": 20,
  "post-route-period-util_pct": 59.21,
  "synth-edff-count": 0,
  "die_y_um": 99.22,
  "portBuffers": 18,
  "htreeDepth": 1,
  "top_area_share_pct": 48.54,
  "viasPerCell": 4.652,
  "place_congestion": 0.8377,
  "cts-root-buf": "clkbuf_8",
  "post_drt_wl_per_cell_um": 10.46,
  "finalMaxSlewViolations": 0,
  "coreArea_um2": 9196,
  "cts_tree": "yes",
  "ctsHoldBuffers": 0,
  "fin_crit_ps": 1539,
  "drtIter0Drc": 76,
  "hpwl_mm": 3.180,
  "path_max_fanout": 1
}
==> flip-flops by register name, summed over array words and instances, names as in the netlist <==
name,flops
serial_control.sample_index,3
rst_control.sys_rst_n,1
serial_control.serial_state,5
seg_decode.msgL,4
serial_control.noti,1
serial_control.n_counter,4
serial_control.msg,8
seg_decode.segL,8
clk_div.count,2
serial_control.p_counter,4
seg_decode.msgR,4
clk_div.clk_div4,1
serial_control.data_index,3
seg_decode.segR,8
==> routing by layer <==
layer	up-vias	share of wire (%)	wire length [um]	global-route usage, %
li1	991	-	-	-
met1	865	50	2136	14.25
met2	26	47	1975	15.76
met3	2	2.3	99	1.001
met4	0	0.57	24	0.7919
met5	-	0	0	0
==> per-stage QoR <==
stage               area [um2]  total power [mW]  hold slack [ps]
floorplan                 2835            0.3375            224.4
global placement          3117            0.3457            324.8
detailed placement        3117            0.3464            330.8
CTS                       3162            0.5434            341.9
global route              3162            0.5585            384.4
finish                    3162            0.5314            303.3
==> kinds of logic after synthesis <==
family | after synthesis | synth area share [%]
xor+xnor | 11 | 3.398
compound gates | 70 | 14.08
flops | 56 | 49.47
simple gates | 74 | 14.65
other cells | 2 | 0.2649
buf+inv | 39 | 5.605
fa+ha+maj | 25 | 11.03
mux | 4 | 1.500
==> cells in the mapped netlist (all sizes together) (2+ instances only) <==
cell type and count:
dfrtp 55, nand2 30, o21ai 30, inv 28, ha 25, a21oi 19, nand3 9, xnor2 9
clkbuf 8, o22ai 8, nand4 7, nor2b 5, nand2b 4, nor2 4, buf 3, nand3b 3
nor3b 3, o31ai 3, conb 2, mux2 2, mux2i 2, nor4 2, o211ai 2, or3 2
or4 2, xor2 2
==> final timing paths <==
kind / start / endpoint / slack, ps / depth (start not counted)
min: rst_control.sys_rst_n$_DFF_PN0_ / seg_decode.segR[5]$_DFF_PN0_ / 300 / 0
max reg2reg: clk_div.clk_div4$_DFFE_PN0P_ / clk_div.clk_div4$_DFFE_PN0P_ / 1750 / 2
max: seg_decode.segR[7]$_DFF_PN0_ / segR[7] / 1060 / 1
min in group clk0: clk_div.count[0]$_DFF_PN0_ / clk_div.count[0]$_DFF_PN0_ / 450 / 1
min reg2reg: rst_control.sys_rst_n$_DFF_PN0_ / seg_decode.segR[5]$_DFF_PN0_ / 300 / 0
max in group asynchronous: rst_control.sys_rst_n$_DFF_PN0_ / seg_decode.segL[4]$_DFF_PN0_ / 1860 / 0
==> power breakdown <==
part	leakage [nW]	internal [mW]	switching, mW
sequential	0.635	0.312	0.00872
combinational	0.785	0.00613	0.0122
clock	0.0228	0.108	0.0841
==> final cells by class <==
cell class	count	share of cell area (%)
well taps	111	4.393
clock buffers	4	1.425
multi-input cells	186	40.28
inverters	28	3.324
repair buffers	20	6.173
flip-flops and latches	56	44.40
No activity file was given, so power comes from the tool's default toggle rates.
